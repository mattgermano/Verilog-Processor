[run.sh]
#!/bin/bash
# OpenROAD 26Q1-2900-gdf79404cd8, Yosys 0.63+post, stock flow scripts
make -C /OpenROAD-flow-scripts/flow DESIGN_CONFIG=/design/flow/config.mk WORK_HOME=/design/flow/orfs finish
[config.mk]
export PLATFORM = sky130hd
export DESIGN_NAME = PC_m
export DESIGN_NICKNAME = PC_m
export VERILOG_FILES = /design/flow/design.v
export SDC_FILE = /design/flow/constraint.sdc
export NUM_CORES = 4
export LEC_CHECK = 1
export CORE_UTILIZATION = 30
[constraint.sdc]
current_design PC_m

set clk_period 17.4
set clk_io_pct 0.2

create_clock -name clk0 -period $clk_period [get_ports {clock}]

set non_clock_inputs [all_inputs -no_clocks]
set_input_delay [expr $clk_period * $clk_io_pct] -clock clk0 $non_clock_inputs
set_output_delay [expr $clk_period * $clk_io_pct] -clock clk0 [all_outputs]
[design.v]
module PC_m(
	output reg[31:0] PC,
	input signed[31:0] immediate, input Uncondbranch, input Branch, input zeroFlag, input clock);
	initial begin
		PC <= 0;
	end
	always@(posedge clock) begin
		if((Uncondbranch | (zeroFlag & Branch)) == 1) begin
			PC <= PC + (immediate << 2);
		end  
		else begin
			PC <= PC + 4;
		end  
	end  
endmodule
==> impl_metrics.toml <==
# generated from flow reports
[sta]
tns_ns = 0
final-setup-viol-count = 0
period_needed_ns = 6.47
finalCritPeriodShare = 0.372
hold_viol = 0
fmax_mhz = 155
rsz0062_at_grt = "no"
fin_skew_ns = 0.00966
layout_setup_ws_ns = 10.93
drv_slew = 0

[placed_design]
dp_cells = 441
gp_congestion = 0.877
hpwl_mm = 4.46
dpl-instance-area_sq_mm = 0.00313
dp_slack_ns = 10.58
io_buffer_count = 63

[cts]
ctsResizeCount = 0
clk-insertion-delay-late_ns = 0.29
cts_tree = "built"
hold_buffers = 0
htree_num_levels = 2
cts_setup_buffers = 0
clk_pin_slew_ns = 0.07
cts_buffer_depth = 2
cts-buffers-inserted = 5
ctsRootBufferMaster = "clkbuf_8"
clkSinkCount = 30

[routing]
antenna_cells = 0
via_count = 2209
wl_per_cell_um = 12.4
vias_per_cell = 4.92
first_iter_violations = 99
routed_wl_mm = 5.58
drc = 0
first_pass_iters = 6
ant_nets = 0

[floorplan]
fp.coreArea_sq_mm = 0.00777
io_pins = 68
die.size.x_um = 92.1
die_h_um = 92.1
dieArea_sq_mm = 0.00848
num_rows = 32
fp-utilization = 0.313

[global_route]
track_usage = 0.140
grt_max_degree = 31
grt_overflow = 0
grt_pass1_wl_mm = 9.55
grt_pass1_vias = 2115
antenna_found_initial = 0

[synthesis]
async_flop_share = 0
yosys_cells = 288
top_area_cell = "dfxtp_1"
netlist_instances = 288
ff_type = "dfxtp_1"
top_cells_by_count = "dfxtp_1 (30), ha_1 (29), nor2b_1 (28), a21oi_1 (27), nand2_1 (21)"
synth.area.top_cells = "dfxtp_1 (25%), ha_1 (15%), nor2b_1 (7.2%)"
ys_ff = 30
synth_cell_types = 48
ys_seq_frac = 0.247
syn_avg_cell_area_sq_um = 8.45
top_cell_area_share = 0.247
synth-edff-count = 0
synth.most_common_cell = "dfxtp_1"
ys_area_sq_mm = 0.00243
ys.warnings.count = 1
syn_area_sq_mm = 0.00243

[cells_and_area]
final_area_sq_mm = 0.00324
top_register = "PC"
drive_gt1_frac = 0.0576
final_cells = 449
nFillCells = 804
largest_reg_flops = 30
area_delta_synth_final_pct = 33.1
largest_registers = "PC: 30 flops"

[setup_path]
r2r_slack_ns = 14.80
critPathLaunch = "zeroFlag"
crit_chain = "clkdlybuf4s50_1, a21oi_2, buf_4, or2_2, ha_1, inv_1, fa_1, nand2b_1, a21oi_2, o21ai_1, a2111oi_0, o22a_2, a221oi_2, xnor2_1"
reg2regPathDepth = 10
critPathCaptureType = "flop"
cp_common_cell = "a21oi_2"
reg2reg_from = "PC[2]$_DFF_P_"
reg2reg_to = "PC[28]$_DFF_P_"
worst-endpoint-arrival_ns = 6.64
worstSetupEndpoint = "PC[28]$_DFF_P_"
crit_type = "primary input to flop"
crit_fanout = 30
slowest_stage = "a2111oi_0"
critPathLaunchType = "primary input"
cpPeakStageDelay_ns = 0.51
worstPathRequired_ns = 17.57

[pwr]
powerDensity_mw_per_mm2 = 174
ir_drop_mv = 0.0569
leakagePower_uw = 0.00144
p_total_uw = 563

[min_path]
hp-class = "flop to flop"
min_from = "PC[2]$_DFF_P_"

[run_status]
outcome = "finished clean"

[run]
drv_cap = 0
warnings = 27
-- worst min-delay path by stage --
stage,to,depth (start not counted)
CTS,PC[2]$_DFF_P_,1
global route,PC[2]$_DFF_P_,1
finish,PC[2]$_DFF_P_,1
-- layout make-up --
type,count,area [sq um],share of cell area
Timing Repair Buffer,64,638,0.197
Clock buffer,8,110,0.0340
Multi-Input combinational cell,237,1730,0.535
Sequential cell,30,601,0.185
Tap cell,102,128,0.0394
Inverter,8,30.0,0.00927
-- cells by family (layout without fill, tap and decap cells) --
kind of cell | Yosys count | after routing | share of synthesized area
simple gates | 86 | 86 | 0.187
other cells | 1 | 2 | 0.00154
xor+xnor | 28 | 28 | 0.101
fa+ha+maj | 30 | 30 | 0.157
compound gates | 91 | 91 | 0.262
flops | 30 | 30 | 0.247
buf+inv | 22 | 80 | 0.0447
-- layer usage --
layer	up-vias	track usage	wire length, um
met5	-	0	0
met3	8	0.0262	303
met2	68	0.212	2360
met4	0	0.0156	76
li1	1150	-	-
met1	983	0.214	2840
-- critical path: cells and delay by family --
family,cells,cell delay (ns)
compound gates,6,1.35
xor+xnor,1,0.13
simple gates,2,0.36
buf+inv,3,0.76
fa+ha+maj,2,0.54
-- stage by stage --
stage | hold slack [ns] | utilization
2_1_floorplan | 0.432 | -
3_3_place_gp | 0.474 | 0.403
3_5_place_dp | 0.479 | 0.403
4_1_cts | 0.507 | 0.417
5_1_grt | 0.531 | 0.417
6_report | 0.494 | 0.417
-- power by group --
part | total [uW] | switching, uW | leakage (uW) | internal, uW
Sequential | 132 | 20.8 | 0.000253 | 111
Clock | 66.8 | 26.9 | 0.0000575 | 39.9
Combinational | 364 | 173 | 0.00113 | 191
Total | 563 | 220 | 0.00144 | 342
-- placed cells by master (no fill, tap or decap), types with 6 or more instances in the layout --
master	Yosys	layout
clkdlybuf4s50_1	0	63
dfxtp_1	30	30
a21o_1	17	17
nor2b_1	28	28
clkbuf_8	0	8
a21oi_1	27	26
xor2_1	8	8
inv_1	8	8
nor2_1	13	13
nand3_1	6	6
nand2_1	21	21
ha_1	29	29
xnor2_1	20	20
o21ai_0	7	7
No activity file was given, so power comes from the tool's default toggle rates.
