## ./run.sh

```bash
#!/bin/bash
# OpenROAD 26Q1-2900-gdf79404cd8, Yosys 0.63+post, stock flow scripts
make -C /OpenROAD-flow-scripts/flow DESIGN_CONFIG=/design/flow/config.mk WORK_HOME=/design/flow/orfs finish
```

## ./config.mk

```make
export PLATFORM = sky130hd
export DESIGN_NAME = registers_m
export DESIGN_NICKNAME = registers_m
export VERILOG_FILES = /design/flow/design.v
export SDC_FILE = /design/flow/constraint.sdc
export NUM_CORES = 4
export LEC_CHECK = 1
export CORE_UTILIZATION = 50
```

## ./constraint.sdc

```tcl
current_design registers_m

set clk_period 17.1
set clk_io_pct 0.2

create_clock -name clk0 -period $clk_period

set non_clock_inputs [all_inputs -no_clocks]
set_input_delay [expr $clk_period * $clk_io_pct] -clock clk0 $non_clock_inputs
set_output_delay [expr $clk_period * $clk_io_pct] -clock clk0 [all_outputs]
```

## ./design.v

```verilog
`timescale 1ns / 1ps
module registers_m(
	output reg signed[31:0] data1, output reg signed[31:0] data2, output reg signed[31:0] writeDataMem,
	input signed[31:0] writeData, input[4:0] register1, input[4:0] register2, input[4:0] writeRegister, input signed[31:0]immediate, input RegWrite, input ALUSrc);
	reg[31:0] register_memory [31:0]; 
	integer i;
	initial begin
		for (i = 0; i < 32; i = i + 1) begin 
			register_memory[i] <= 32'b0; 
		end  
	end  
	always@* begin
	data1 = register_memory[(register1)];
	writeDataMem = register_memory[register2]; 
		if(ALUSrc == 0) begin  
			data2 = register_memory[(register2)];
		end else begin  
			data2 = immediate;
		end  
		if(RegWrite == 1) begin  
			if(writeRegister != 31) begin  
				#1 register_memory[writeRegister] = writeData;
			end  
		end  
	end  
endmodule
```

==> flow_metrics.py <==
# Auto-generated metrics
metrics = {
    "run_status": {
        "outcome": "completed",
    },
    "place": {
        "hpwl_mm": 105.5,
        "port-buffer-count": 177,
        "globalplace.congestion": 1.116,
    },
    "logic_synthesis": {
        "synthesis.yosys.warnings": 2,
        "mappedNetlistArea_sq_um": 29780,
        "leading_cell_types_by_count_after_synthesis": "1024 x dlxtn_1, 644 x a22oi_1, 251 x and3_1",
        "most_common_cell": "dlxtn_1",
        "cell_total_in_the_yosys_stat_output": 3364,
        "syn_avg_cell_area_sq_um": 8.853,
        "enable_flop_cells": 0,
        "ys.flops": 1024,
        "distinct_cell_type_count_of_the_synthesized_netlist": 63,
        "synthCells": 3364,
        "synth_top_flop_cell": "dlxtn_1",
        "synth_async_sr_flop_share": 0,
        "synth.top_cell.area_share": 0.5171,
        "yosys.area.top_type": "dlxtn_1",
        "netlist_top_cells_area": "dlxtn_1 52%, a22oi_1 16%, and3_1 5.3%",
        "area_figure_in_the_yosys_stat_output_sq_um": 29780,
    },
    "timing": {
        "timing.final.max_slew_violations": 0,
        "tightest_slew_ns": 1.278,
        "untimed_endpoints": 1024,
        "finalSetupTns_ns": 0,
        "worst_slew_margin_rel": 0.1471,
        "period_needed_ns": 11.42,
        "final_hold_violation_count": 0,
        "setup_viol": 0,
        "grt_setup_unrepaired": "false",
        "final.period_utilization": 0.6680,
        "timing.fmax_mhz": 87.54,
        "unclocked_pins": 1024,
    },
    "global_routing": {
        "number_of_antenna_violations_at_the_first_check_in_global_routing": 21,
        "met2_usage": 0.7792,
        "met1_track_utilization_from_global_routing": 0.7085,
        "grt_first_pass_wirelength_mm": 255.4,
        "grt_max_degree": 45,
        "gr_util_met3": 0.5322,
        "grt_pass1_vias": 33151,
        "grt.overflow.total": 0,
        "globalRouteTotalUtil": 0.6419,
        "top_usage_layer": "met2",
    },
    "clock_tree": {
        "ctsHoldBuffers": 0,
        "post-cts-setup-buffers": 0,
        "post_cts_resized": 0,
    },
    "power": {
        "vdd_drop_max_mv": 0.02270,
        "intPower_uw": 335.4,
        "power_leakage_uw": 0.01508,
        "power_uw": 685.0,
        "power.share.switching": 0.5103,
        "p_switching_uw": 349.6,
        "power_density_nw_per_um2": 20.64,
    },
    "drt": {
        "iter_0_drt_violations": 5409,
        "wl_mm": 189.2,
        "drt_pass1_iterations": 12,
        "routedWlPerCell_um": 44.38,
        "route.detailed.drc": 0,
        "route.detailed.vias_per_inst": 8.259,
        "ant_nets": 0,
        "vias": 35201,
    },
    "layout": {
        "final_layout_size_suffix_gt1_frac": 0.08671,
        "nFillCells": 5044,
        "largest_register_ff_count": 1024,
        "multi_input_comb_area_sq_um": 13810,
        "area.growth.synth_to_final_pct": 11.46,
        "seq_area_sq_um": 15370,
        "most_flop_heavy_register": "register_memory",
        "biggestRegsByFlops": "register_memory (1024)",
    },
    "run": {
        "drv_cap": 0,
        "warnings": 32,
    },
    "die": {
        "die_y_um": 246.1,
        "core-area_sq_um": 58910,
        "floorplan.die_area_sq_um": 60540,
        "die_x_um": 246.1,
        "initial_core_util": 0.5055,
        "placement_rows": 89,
        "floorplan.io_pins": 177,
    },
    "worst_setup_path": {
        "crit_path_capture_type": "primary output",
        "timing.critical_path.from": "register2[2]",
        "critPathLaunchType": "primary input",
        "critical_path_arrival_ns": 8.00,
        "worstPathMaxFanout": 31,
        "ws_path_type": "in2out",
        "crit_required_ns": 13.68,
    },
    "worst_hold_path": {
        "holdPathStages": 4,
        "timing.hold.worst.class": "in2out",
        "holdCritStartpoint": "immediate[30]",
        "hold_path_end": "data2[30]",
    },
}
==> worst max-delay path, cell delays in order <==
cell and delay, ns:
buf_2 0.53, buf_4 0.48, nand2b_1 0.73, nor2_4 0.37, buf_4 0.38, a221oi_1 0.34, nand3_1 0.13, nor4_1 0.94
o31ai_1 0.15, clkdlybuf4s50_1 0.46
==> cell type report <==
cell class                 instances  share of cell area
sequential                      1024              0.4632
multi-input combinational       2087              0.4161
timing repair buffer             334             0.08768
tap                              773             0.02914
antenna                           29            0.002186
inverter                          15            0.001696
==> metal layers <==
layer | part of all wire | wire length, um
met5 | 0.0044 | 833
met3 | 0.22 | 40760
met1 | 0.31 | 58400
met2 | 0.36 | 67320
met4 | 0.12 | 21850
==> kinds of logic (layout without fill, tap and decap cells) <==
family | Yosys count | count (layout) | synth area share
latches | 1024 | 1024 | 0.5171
buf+inv | 284 | 349 | 0.03924
mux | 28 | 28 | 0.009999
simple gates | 1048 | 1048 | 0.1864
other cells | 1 | 61 | 0.0001259
compound gates | 979 | 979 | 0.2480
==> per-stage QoR <==
stage,hold slack (ns),area [sq um],std cells,utilization,worst slack [ns]
6_report,7.751,33190,4262,0.5635,5.676
5_1_grt,7.788,33140,4241,0.5626,5.769
4_1_cts,7.757,33110,4233,0.5621,6.074
3_5_place_dp,7.752,33110,4233,0.5621,6.102
3_3_place_gp,7.743,33110,4233,0.5621,6.153
2_1_floorplan,6.899,29900,3395,-,8.473
==> cells in the final DEF, fill, tap and decap left out, types with 18 or more instances in the layout <==
cell / count
nor3_1: 35
a21oi_1: 63
dlxtn_1: 1024
a22o_1: 18
buf_4: 157
a221oi_1: 36
nand2_2: 33
conb_1: 32
nor2_4: 39
clkdlybuf4s50_1: 169
nand2_1: 171
and3_1: 251
nor2_2: 23
nand4_1: 125
o31ai_1: 21
nand3b_1: 20
a22oi_1: 644
a2111oi_0: 76
o21ai_0: 33
diode_2: 29
nand3_1: 115
nor2_1: 111
nor4_1: 44
a222oi_1: 18
==> how the worst max path moves through the flow <==
stage / end / cells past startpoint
CTS: data2[24] / 10
global route: data2[17] / 10
finish: data2[17] / 10
Power is estimated from default activity; no workload was simulated.
