File: flow/config.mk
export PLATFORM = sky130hd
export DESIGN_NAME = instructionMemory_m
export DESIGN_NICKNAME = instructionMemory_m
export VERILOG_FILES = /design/flow/design.v
export SDC_FILE = /design/flow/constraint.sdc
export NUM_CORES = 4
export LEC_CHECK = 1
export CORE_AREA = 10 10 70 70
export DIE_AREA = 0 0 80 80
export SYNTH_MEMORY_MAX_BITS = 65536
File: flow/constraint.sdc
current_design instructionMemory_m

set clk_period 3.0
set clk_io_pct 0.2

create_clock -name clk0 -period $clk_period

set non_clock_inputs [all_inputs -no_clocks]
set_input_delay [expr $clk_period * $clk_io_pct] -clock clk0 $non_clock_inputs
set_output_delay [expr $clk_period * $clk_io_pct] -clock clk0 [all_outputs]
File: flow/design.v
module instructionMemory_m(
	output reg [31:0] instruction, 
	input[31:0] PC);
	reg[31:0] instruction_memory[1023:0]; 
	integer i;
	initial begin
		for (i = 0; i < 1024; i = i + 1) begin 
			instruction_memory[i] <= 32'b0; 
		end
	end
	initial begin
		instruction_memory[0] <= 'hF8400281;  
		instruction_memory[1] <= 'h8B010022;  
		instruction_memory[2] <= 'hD1000333;  
		instruction_memory[3] <= 'hB40000E3;  
		instruction_memory[10] <= 'h91002294;  
		instruction_memory[11] <= 'hF81F4281;  
		instruction_memory[12] <= 'h17FFFFFA;  
	end
	always@(PC) begin
		instruction <= instruction_memory[PC/4];
	end
endmodule
File: flow/run.sh
#!/bin/bash
# OpenROAD 26Q1-2900-gdf79404cd8, Yosys 0.63+post, stock flow scripts
make -C /OpenROAD-flow-scripts/flow DESIGN_CONFIG=/design/flow/config.mk WORK_HOME=/design/flow/orfs finish
==> flow_summary.ini <==
; implementation run metrics
[timing]
max_slew.worst_pin.slew_ns = 0.2925
final_max_slew_viol_count = 0
slew_headroom_pct = 80.35
rsz0062_at_grt = yes
max_clock_freq_ghz = 0.3415
setup_violations = 0
number_of_endpoints_with_negative_hold_slack_in_the_final_report = 0
period_needed_ns = 2.928
layout_worst_path_cycle_share_pct = 97.59

[grt]
use_met2_pct = 8.909
global_route_wire_length_before_repair_mm = 2.891
grt_overflow = 0
antenna_found_initial = 0
grt_max_degree = 18
grt_util_met3_pct = 1.932
grt_util_met1_pct = 6.658
busiest_layer = met2
grt_use_total_pct = 5.287
grt_pass1_vias = 612

[clock_network]
post-cts-setup-buffer-count = 0
cts_hold_buf = 0

[run]
max_cap_violations = 0
warnings = 60

[detailed_routing]
drt-total-wl_mm = 1.807
antenna_left = 0
detailedRoute.firstIterationViolations = 43
route.detailed.vias_per_inst = 3.854
routed_wire_length_per_instance_um = 11.51
remaining_drc_errors = 0
detail_route.first_pass.iterations = 2
antennaDiodeCount = 0
num_vias = 605

[layout]
area_growth_pct = 86.27
register_area_um2 = 0
flop-count = 0
fin_area_um2 = 967.2
num-clock-buffers = 0
drive_gt1_share_pct = 17.12
fin_util_pct = 28.32

[yosys]
ys_cells = 77
synth_chip_area_um2 = 519.2
synth_sequential_area_ratio_pct = 0
synth.most_common_cell = sky130_fd_sc_hd__buf_4
synth_cell_types = 24
synth.cell_area_um2 = 519.2
syn_avg_cell_area_um2 = 6.743
top_post_synthesis_cells_by_area = sky130_fd_sc_hd__buf_4, sky130_fd_sc_hd__ha_1, sky130_fd_sc_hd__a21oi_1
yosysTopAreaCellShare_pct = 17.35
netlist_top_cells_count = sky130_fd_sc_hd__buf_4, sky130_fd_sc_hd__a21oi_1, sky130_fd_sc_hd__nor2_1, sky130_fd_sc_hd__ha_1
synthCells = 77
ys_warn_count = 1
netlist.top_cell.by_area = sky130_fd_sc_hd__buf_4

[floorplanning]
i_o_pins = 64
core_um2 = 3416
chipWidth_um = 80
die-area_um2 = 6400
initial_cell_density_of_the_core_pct = 15.20
placement_rows = 21
dieHeight_um = 80

[power]
totalPowerFinal_uw = 60.84
vdd.ir_drop.worst_mv = 0.04154
p_leak_uw = 0.0003484
power_density_nw_per_um2 = 62.90

[critical_path]
critPathMaxFanout = 17
crit_path_start_kind = input port
setup.worst_path.class = in2out
cp.required_ns = 2.40
worstSetupEndpointType = output port
worst_ep_arrival_time_ns = 2.33

[hold_path]
hold_path_class = in2out

[place]
post_dp_cell_area_um2 = 943.4
buffer_ports.inserted = 42
dp.final_hpwl_mm = 1.524
routabilityCongestion = 0.8180

[outcome]
result_of_the_run = finished, final reports clean
[layout by cell type, fill, tap and decap left out]
master	n
sky130_fd_sc_hd__nor4_4	1
sky130_fd_sc_hd__nand2b_1	3
sky130_fd_sc_hd__nand2_4	1
sky130_fd_sc_hd__and2_1	2
sky130_fd_sc_hd__dlygate4sd2_1	2
sky130_fd_sc_hd__ha_1	5
sky130_fd_sc_hd__mux2i_1	1
sky130_fd_sc_hd__nand3_4	1
sky130_fd_sc_hd__nand3_1	1
sky130_fd_sc_hd__a211oi_2	1
sky130_fd_sc_hd__o21bai_1	3
sky130_fd_sc_hd__buf_4	9
sky130_fd_sc_hd__a21oi_2	3
sky130_fd_sc_hd__o21ai_0	2
sky130_fd_sc_hd__nor3_2	2
sky130_fd_sc_hd__clkdlybuf4s50_1	39
sky130_fd_sc_hd__or3_1	1
sky130_fd_sc_hd__nor2b_1	1
sky130_fd_sc_hd__a21o_1	1
sky130_fd_sc_hd__ha_2	1
sky130_fd_sc_hd__o21a_1	2
sky130_fd_sc_hd__dlymetal6s2s_1	1
sky130_fd_sc_hd__nor3_1	3
sky130_fd_sc_hd__nor2_1	8
sky130_fd_sc_hd__a21oi_1	10
sky130_fd_sc_hd__inv_1	2
sky130_fd_sc_hd__nand2_1	5
[cells by family after synthesis]
kind of cell	share of synthesized area (%)
AOI/OAI and AO/OA	26.99
adders and majority gates	14.46
buffers and inverters	24.82
muxes	1.928
and+or+nand+nor	31.81
[worst paths after layout]
path               start               to  slack, ns  cells past startpoint
setup / recovery  PC[11]  instruction[27]       0.07                      5
hold / removal     PC[5]   instruction[1]       2.08                      4
[cell type report]
cell class,count,area [um2]
fillers,376,2449
repair buffers,51,488.0
multi-input cells,58,414.1
well taps,46,57.56
inverters,2,7.507
[stage by stage]
step | instances | hold WS (ns) | setup slack, ns | setup TNS (ns)
after global placement | 157 | 2.322 | -0.04652 | -0.1225
after CTS | 157 | 2.103 | 0.03812 | 0
after global routing | 157 | 2.121 | -0.04894 | -0.1919
after floorplan | 77 | 1.321 | 0.9298 | 0
after detailed placement | 157 | 2.317 | -0.06995 | -0.2443
final | 157 | 2.077 | 0.07216 | 0
[report_power, final]
| group | internal [uW] | switching (uW) | total [uW] |
|---|---|---|---|
| registers | 0 | 0 | 0 |
| logic | 30.7 | 30.1 | 60.8 |
| clock network | 0 | 0 | 0 |
| total | 30.7 | 30.1 | 60.8 |
[critical path, stage by stage]
cell,delay [ns]
sky130_fd_sc_hd__clkdlybuf4s50_1,0.44
sky130_fd_sc_hd__nor4_4,0.36
sky130_fd_sc_hd__nand2_4,0.19
sky130_fd_sc_hd__nor3_1,0.22
sky130_fd_sc_hd__clkdlybuf4s50_1,0.51
[timing repair]
action | in CTS | in global routing
gates resized | 4 | 4
endpoints found under the setup margin | 13 | 16
hold endpoints to repair | 0 | 0
gates cloned | 0 | 0
pin swaps | 0 | 1
[layer usage]
layer	up-vias	share of wire, %
met5	-	0
met4	0	0
met3	0	15
met2	30	42
met1	255	43
li1	320	-
